==> flow/design.v <==
`timescale 1ns / 1ps
module Adder4orbranch(
input [31:0]PCF,
output [31:0]PCPlus4F
);
assign PCPlus4F = PCF + 3'b100;
endmodule
==> flow/run.sh <==
#!/bin/bash
# OpenROAD 26Q1-2900-gdf79404cd8, Yosys 0.63+post, stock flow scripts
make -C /OpenROAD-flow-scripts/flow DESIGN_CONFIG=/design/flow/config.mk WORK_HOME=/design/flow/orfs finish
==> flow/config.mk <==
export PLATFORM = sky130hd
export DESIGN_NAME = Adder4orbranch
export DESIGN_NICKNAME = Adder4orbranch
export VERILOG_FILES = /design/flow/design.v
export SDC_FILE = /design/flow/constraint.sdc
export NUM_CORES = 4
export LEC_CHECK = 1
export CORE_AREA = 10 10 70 70
export DIE_AREA = 0 0 80 80
==> flow/constraint.sdc <==
current_design Adder4orbranch

set clk_period 5.5
set clk_io_pct 0.2

create_clock -name clk0 -period $clk_period

set non_clock_inputs [all_inputs -no_clocks]
set_input_delay [expr $clk_period * $clk_io_pct] -clock clk0 $non_clock_inputs
set_output_delay [expr $clk_period * $clk_io_pct] -clock clk0 [all_outputs]
==> flow_metrics.tcl <==
# flow metrics
set metrics [dict create \
    wl_per_cell_um 12.43 \
    drive_above_1_share_pct 4.965 \
    hold_viol 0 \
    drt-initial-drc-count 25 \
    ys_warn_count 0 \
    ys_chip_area_um2 580.6 \
    initial_utilization_pct 17.00 \
    cp_slowest_cell "clkdlybuf4s50_1" \
    areaGrowthSynthToFinish_pct 110.8 \
    cp.arrival_ns 3.31 \
    status "finished, final reports clean" \
    grt_max_degree 9 \
    startpoint_type "primary input" \
    vias_per_cell 4.166 \
    relSlewSlack_pct 66.37 \
    design.core.area_um2 3416 \
    clock_buffer_count 0 \
    report.final.slew_viol_count 0 \
    syn_area_per_cell_um2 6.995 \
    p_leak_nw 0.4231 \
    required_ns 4.40 \
    rows 21 \
    grt_use_total_pct 6.834 \
    route.detailed.drc 0 \
    slowest_delay_ns 0.52 \
    critPathTopFamily "buffers and inverters" \
    synthCells 83 \
    num_vias 779 \
    cp_max_fo 8 \
    synth_area_um2 580.6 \
    die_y_um 80 \
    cellPowerDensity_nw_per_um2 56.89 \
    num_io_pins 64 \
    flop-count 0 \
    drt_first_pass_iters 3 \
    post_cts_resize_count 0 \
    final_common_cell "clkdlybuf4s50_1" \
    io_buffer_count 60 \
    antenna_found_initial 0 \
    first_global_vias 855 \
    maxCapViolCount 0 \
    hpwl_mm 2.056 \
    worstPathCellList "clkdlybuf4s50_1 -> ha_1 -> nand3_1 -> nor4_4 -> nand3_1 -> xnor2_1 -> clkdlybuf4s50_1" \
    grt_pass1_wl_mm 3.753 \
    finalClockPeriodUsage_pct 80.20 \
    hold_buffers 0 \
    setup_violations 0 \
    flop_area_um2 0 \
    fp.dieW_um 80 \
    tns_ns 0 \
    cp-end-kind "primary output" \
    worst_pin_slew_ns 0.5007 \
    p_total_mw 0.06961 \
    post-cts-setup-buffer-count 0 \
    die-area_um2 6400 \
    path_buffers 2 \
    num_antenna_cells 0 \
    postSynthSeqShare_pct 0 \
    warnings 32 \
    hp-class "in -> out" \
    place.gp.congestion 0.7348 \
    wl_mm 2.325 \
    fin_crit_ns 4.411 \
    rsz0062_at_grt "no" \
    ys_cells 83 \
    drtAntennaViolNets 0 \
    synth_cell_type_count 18 \
    grt_overflow 0 \
    crit_type "in -> out" \
    lay_top_cells "clkdlybuf4s50_1, xnor2_1, nand3_1, nand2_1, nand4_1" \
    fmaxAchievable_ghz 0.2267 \
    peakVddDrop_uv 25.43 \
]
==> power by group <==
part           internal [mW]  switching [mW]  total (mW)
Sequential                 0               0           0
Combinational         0.0482          0.0214      0.0696
Clock                      0               0           0
Total                 0.0482          0.0214      0.0696
==> metal layers <==
layer | GRT usage [%] | up-vias | routed length, um | share of wire (%)
li1 | - | 409 | - | -
met1 | 7.713 | 340 | 938 | 40
met2 | 12.28 | 30 | 1098 | 47
met3 | 2.955 | 0 | 288 | 12
met4 | 0 | 0 | 0 | 0
met5 | 0 | - | 0 | 0
==> area by class of cell <==
class	count	area [um^2]
timing repair buffer	60	600.6
tap	46	57.56
multi-input combinational	79	558.0
inverter	2	7.507
fill	365	2192
==> cell usage after synthesis (all sizes together) <==
library cell | instances | area, um^2
nor3 | 3 | 15.01
xor2 | 7 | 61.31
nand2 | 10 | 37.54
and3 | 2 | 12.51
nor4 | 2 | 42.54
nand3 | 11 | 60.06
or2 | 2 | 12.51
and4 | 2 | 18.77
and2 | 1 | 6.260
xnor2 | 21 | 183.9
nand4 | 10 | 68.81
ha | 1 | 12.51
nor2 | 7 | 26.28
inv | 2 | 7.510
buf | 2 | 15.01
==> metrics by stage <==
stage               util (%)  area (um^2)  instances  setup WS, ns  hold slack (ns)
floorplan                  -        580.6         83         2.332            2.209
global placement       35.82         1224        187         1.084            2.200
detailed placement     35.82         1224        187         1.025            2.200
CTS                    35.82         1224        187         1.024            2.200
global route           35.82         1224        187        0.8438            2.200
finish                 35.82         1224        187         1.089            2.200
==> logic make-up (layout without fill, tap and decap cells) <==
family | after synthesis | in the layout | share of synthesized area [%]
adders and majority gates | 1 | 1 | 2.155
xor gates and xnor gates | 28 | 28 | 42.24
and+or+nand+nor | 50 | 50 | 51.72
buffers and inverters | 4 | 62 | 3.879
==> path summary, 6_finish.rpt <==
check	from	to	slack, ns	cells after the start
worst min-delay path	PCF[0]	PCPlus4F[0]	2.20	0
worst max-delay path	PCF[2]	PCPlus4F[30]	1.09	7
No activity file was given, so power comes from the tool's default toggle rates.
