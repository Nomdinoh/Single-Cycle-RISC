===== flow/config.mk =====
export PLATFORM = sky130hd
export DESIGN_NAME = PC_Adder
export DESIGN_NICKNAME = PC_Adder
export VERILOG_FILES = /design/flow/design.v
export SDC_FILE = /design/flow/constraint.sdc
export NUM_CORES = 4
export LEC_CHECK = 1
export CORE_AREA = 10 10 85 85
export DIE_AREA = 0 0 95 95

===== flow/constraint.sdc =====
current_design PC_Adder

set clk_period 14.5
set clk_io_pct 0.2

create_clock -name clk0 -period $clk_period

set non_clock_inputs [all_inputs -no_clocks]
set_input_delay [expr $clk_period * $clk_io_pct] -clock clk0 $non_clock_inputs
set_output_delay [expr $clk_period * $clk_io_pct] -clock clk0 [all_outputs]

===== flow/design.v =====
`timescale 1ns / 1ps
module PC_Adder(
input [31:0] PCF,
input [31:0] ImmExt,
output [31:0] PCTargetE
    );
    assign PCTargetE = PCF + ImmExt;
endmodule

===== flow/run.sh =====
#!/bin/bash
# OpenROAD 26Q1-2900-gdf79404cd8, Yosys 0.63+post, stock flow scripts
make -C /OpenROAD-flow-scripts/flow DESIGN_CONFIG=/design/flow/config.mk WORK_HOME=/design/flow/orfs finish

==> flow_summary.yaml <==
# generated from flow reports
setup_path:
  crit_path_max_fanout: 4
  cp_slowest_cell: "clkdlybuf4s50_1"
  crit_required_ns: 11.60
  cp_common_cell: "clkdlybuf4s50_1"
  crit_chain: "clkdlybuf4s50_1, ha_1, fa_1, a21o_1, a31o_2, nand3_1, o221ai_1, a311oi_1, o21bai_1, xor2_1, clkdlybuf4s50_1"
  cp-start-kind: "input port"
  cp-end-kind: "output port"
  cp_top_family: "AND-OR/OR-AND gates"
  worst-setup-path-type: "in2out"
  worstPathArrival_ns: 5.84
  critical_path.startpoint: "PCF[0]"
  cpPeakStageDelay_ns: 0.50
  worst-path-buf-inv: 2
cts:
  cts_hold_buffers: 0
  post-cts-setup-buffer-count: 0
  cts-resized-gates: 0
yosys:
  yosysTopAreaCellShare_pct: 22.2
  ys_top_cells_by_count: "ha_1 (31), a21oi_1 (29), a21o_1 (19), nand2_1 (18), xor2_1 (15)"
  synth_top_cell_by_area: "ha_1"
  ys_warn_count: 0
  yosys_cells: 241
  ys_top_cells_by_area: "ha_1 (22%), a21oi_1 (8.3%), a21o_1 (8.2%), xor2_1 (7.5%), xnor2_1 (6.5%)"
  top_cell: "ha_1"
  yosys_area_sq_um: 1740
  postSynthCellCount: 241
  syn_area_per_cell_sq_um: 7.24
  ys_types: 50
  synth_seq_share_pct: 0
  synth_area_sq_um: 1740
grt:
  grt_pass1_wl_microns: 9530
  grt_pass1_vias: 1964
  grt_antenna_before_repair: 0
  grt_usage_pct: 12.4
  grt_max_degree: 11
  overflow: 0
timing:
  fmax_ghz: 0.114
  rsz0062_at_grt: "false"
  period_used_pct: 60.3
  finalHoldViolations: 0
  tns_ns: 0
  fin_ws_ns: 5.76
  tightest_slew_ns: 0.535
  finalSetupViolations: 0
  finalMaxSlewViolations: 0
  min_period_ns: 8.74
  max_slew_margin_pct: 63.4
die:
  die_w_microns: 95
  fp_util_pct: 31.9
  die_area_sq_um: 9030
  core_area_sq_um: 5470
  die_y_microns: 95
  num_rows: 27
  ios: 96
pwr:
  peakVddDrop_mv: 0.0203
  seqPwrFrac_pct: 0
  clock_power_share_pct: 0
  p_sw_share_pct: 39.6
  total_power_mw: 0.133
  p_int_mw: 0.0802
  power_frac_comb_pct: 100.0
  p_per_area_nw_per_um2: 48.2
  p_switching_mw: 0.0525
  p_leak_nw: 1.18
finish:
  finalNonFillerCells: 398
  fillers: 555
  finish.utilization_pct: 50.3
  flops: 0
  mi_logic_area_sq_um: 1680
  regArea_sq_um: 0
  drive_gt1_share_pct: 3.07
  clkbuf_count: 0
  syn_to_final_growth_pct: 57.7
run:
  warnings: 32
  drv_cap: 0
status:
  status: "finished clean"
route:
  routed_wl_microns: 5830
  antennaDiodeCount: 0
  viasPerCell: 5.18
  drtIter0Drc: 37
  via_count: 2060
  wire_per_inst_microns: 14.6
  route.antenna.remaining_nets: 0
  first_pass_iters: 4
  drc: 0
place:
  routabilityCongestion: 0.898
  io_buffers: 96
  dp_slack_ns: 5.77
  placed_cells: 398
  place_hpwl_microns: 5150
hold_path:
  hp-class: "in2out"
  min_from: "ImmExt[0]"
==> power groups by stage <==
| stage | clock, mW | sequential [mW] | combinational [mW] |
|---|---|---|---|
| finish | 0 | 0 | 0.133 |
| global route | 0 | 0 | 0.147 |
| CTS | 0 | 0 | 0.135 |
==> area by class of cell <==
cell class	count	area share (%)
multi-input cells	224	61.0
repair buffers	96	34.9
well taps	72	3.27
inverters	6	0.819
==> cells by family (layout without fill, tap and decap cells) <==
group | count (synthesis) | count (layout) | share of synthesized area, %
mux | 2 | 2 | 1.15
compound gates | 97 | 97 | 39.3
fa+ha+maj | 32 | 32 | 23.4
buf+inv | 17 | 102 | 3.80
simple gates | 65 | 65 | 18.3
xor+xnor | 28 | 28 | 14.1
==> worst min-delay path: stages <==
cell and delay [ns]:
clkdlybuf4s50_1 0.46, ha_1 0.12, clkdlybuf4s50_1 0.46
==> layout by cell type, fill, tap and decap left out, drive strengths merged, types with 3 or more instances in the layout <==
cell	synthesis	routed
a311oi	3	3
xnor2	13	13
nand3	10	10
nand2	18	18
xor2	15	15
o21bai	5	5
nor2	12	12
or2	3	3
ha	31	31
a21o	19	19
clkdlybuf4s50	0	96
inv	6	6
a31oi	3	3
o21ai	15	15
nor3	4	4
nand4	8	8
a211oi	3	3
a21oi	29	29
o211ai	3	3
==> per-stage QoR <==
| step | area (sq um) | hold slack, ns |
|---|---|---|
| floorplan | 1740 | 5.87 |
| global placement | 2750 | 6.84 |
| detailed placement | 2750 | 6.84 |
| CTS | 2750 | 6.83 |
| global route | 2750 | 6.87 |
| finish | 2750 | 6.83 |
==> routing by layer <==
layer / track usage, % / vias up / routed length, microns
li1: - / 1095 / -
met1: 17.8 / 898 / 2990
met2: 20.7 / 67 / 2530
met3: 1.36 / 0 / 308
met4: 0 / 0 / 0
met5: 0 / - / 0
==> final timing paths <==
kind	endpoint	cells past startpoint
setup / recovery	PCTargetE[26]	11
hold / removal	PCTargetE[0]	3
No activity file was given, so power comes from the tool's default toggle rates.
