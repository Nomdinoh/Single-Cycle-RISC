==> flow/constraint.sdc <==
current_design mux_2x1

set clk_period 1.0
set clk_io_pct 0.2

create_clock -name clk0 -period $clk_period

set non_clock_inputs [all_inputs -no_clocks]
set_input_delay [expr $clk_period * $clk_io_pct] -clock clk0 $non_clock_inputs
set_output_delay [expr $clk_period * $clk_io_pct] -clock clk0 [all_outputs]
==> flow/config.mk <==
export PLATFORM = sky130hd
export DESIGN_NAME = mux_2x1
export DESIGN_NICKNAME = mux_2x1
export VERILOG_FILES = /design/flow/design.v
export SDC_FILE = /design/flow/constraint.sdc
export NUM_CORES = 4
export LEC_CHECK = 1
export CORE_AREA = 10 10 70 70
export DIE_AREA = 0 0 80 80
==> flow/design.v <==
`timescale 1ns / 1ps
module mux_2x1(
input [31:0]PCPlus4F,
input [31:0]PCTargetE,
input PCSrcE,
output [31:0]PCF_bar
);
assign PCF_bar = (PCSrcE)? PCTargetE:PCPlus4F;
endmodule
==> flow/run.sh <==
#!/bin/bash
# OpenROAD 26Q1-2900-gdf79404cd8, Yosys 0.63+post, stock flow scripts
make -C /OpenROAD-flow-scripts/flow DESIGN_CONFIG=/design/flow/config.mk WORK_HOME=/design/flow/orfs finish
==> run_summary.xml <==
<?xml version="1.0" encoding="UTF-8"?>
<metrics>
  <group name="floorplan">
    <metric name="die.size.x" unit="µm">80</metric>
    <metric name="io-pin-count" unit="">97</metric>
    <metric name="floorplan.core_util" unit="%">15.9</metric>
    <metric name="core_area" unit="µm²">3420</metric>
    <metric name="area_of_the_die" unit="µm²">6400</metric>
    <metric name="die-height" unit="µm">80</metric>
    <metric name="std_cell_rows" unit="">21</metric>
  </group>
  <group name="critical_path">
    <metric name="critPathKind" unit="">primary input to primary output</metric>
    <metric name="crit_path_start_kind" unit="">primary input</metric>
    <metric name="delay_contributed_by_the_slowest_stage_of_the_critical_path" unit="ns">0.29</metric>
    <metric name="crit_fanout" unit="">6</metric>
    <metric name="crit_path_cell_trace" unit="">buf_16 &gt; buf_16 &gt; mux2_4 &gt; buf_6</metric>
    <metric name="cp_slowest_cell" unit="">sky130_fd_sc_hd__mux2_4</metric>
    <metric name="worst_ep_required_time" unit="ns">0.80</metric>
    <metric name="cp_top_family" unit="">buffers and inverters</metric>
    <metric name="timing.critical_path.depth" unit="">4</metric>
    <metric name="crit_path_end_kind" unit="">primary output</metric>
    <metric name="timing.critical_path.mode_cell" unit="">sky130_fd_sc_hd__buf_16</metric>
    <metric name="critPathArrivalTime" unit="ns">0.89</metric>
    <metric name="crit_buf_inv" unit="">3</metric>
  </group>
  <group name="clock_network">
    <metric name="cts_hold_buf" unit="">0</metric>
    <metric name="post_cts.repair.setup_buffers" unit="">0</metric>
  </group>
  <group name="finish">
    <metric name="clkbuf_count" unit="">0</metric>
    <metric name="syn2layout_area_growth" unit="%">189</metric>
    <metric name="n_sequential_cell" unit="">0</metric>
    <metric name="postLayoutCellArea" unit="µm²">1570</metric>
    <metric name="final-instance-count-excl-fill" unit="">181</metric>
    <metric name="drive_gt1_share" unit="%">52.6</metric>
    <metric name="layout.area.seq" unit="µm²">0</metric>
  </group>
  <group name="synth">
    <metric name="synth_chip_area" unit="µm²">544</metric>
    <metric name="synth_cell_types" unit="">4</metric>
    <metric name="yosysWarningCount" unit="">0</metric>
    <metric name="ys_seq_share" unit="%">0</metric>
    <metric name="post_synth_inst_count" unit="">36</metric>
    <metric name="top_cells_by_instance_count_after_synthesis" unit="">sky130_fd_sc_hd__mux2_4, sky130_fd_sc_hd__buf_12, sky130_fd_sc_hd__mux2_2, sky130_fd_sc_hd__buf_6</metric>
    <metric name="synth_area_leader_cell" unit="">sky130_fd_sc_hd__mux2_4</metric>
    <metric name="top_post_synthesis_cells_by_area" unit="">sky130_fd_sc_hd__mux2_4, sky130_fd_sc_hd__buf_12, sky130_fd_sc_hd__mux2_2</metric>
    <metric name="netlist.top_cell.by_instances" unit="">sky130_fd_sc_hd__mux2_4</metric>
    <metric name="post-synth-top-area-fraction" unit="%">82.8</metric>
    <metric name="synth.yosys.num_cells" unit="">36</metric>
    <metric name="synthesis.area_per_instance" unit="µm²">15.1</metric>
    <metric name="syn_area" unit="µm²">544</metric>
  </group>
  <group name="status">
    <metric name="outcome" unit="">finished, violations left</metric>
    <metric name="failed_checks" unit="">negative setup slack</metric>
  </group>
  <group name="grt">
    <metric name="grt.overflow.total" unit="">0</metric>
    <metric name="overall_fraction_of_global_route_tracks_in_use" unit="%">8.06</metric>
    <metric name="grt_max_degree" unit="">7</metric>
    <metric name="number_of_antenna_violations_at_the_first_check_in_global_routing" unit="">0</metric>
    <metric name="vias_in_the_first_global_route" unit="">745</metric>
    <metric name="grt_pass1_wl" unit="µm">4150</metric>
  </group>
  <group name="final_timing">
    <metric name="fmax" unit="GHz">0.921</metric>
    <metric name="report.final.setup_viol" unit="">32</metric>
    <metric name="hold_slack" unit="ns">0.793</metric>
    <metric name="timing.final.crit_share" unit="%">109</metric>
    <metric name="finalWorstSetupSlack" unit="ns">-0.0863</metric>
    <metric name="timing.max_slew.rel_slack" unit="%">95.7</metric>
    <metric name="fin_tns_setup" unit="ns">-2.53</metric>
    <metric name="maxSlewViolCount" unit="">0</metric>
    <metric name="hold_violations" unit="">0</metric>
    <metric name="tightestPinTransition" unit="ns">0.0645</metric>
    <metric name="grt_setup_unrepaired" unit="">yes</metric>
    <metric name="final.min_clock_period" unit="ns">1.09</metric>
  </group>
  <group name="drt">
    <metric name="number_of_design_rule_violations_left_after_detail_routing" unit="">0</metric>
    <metric name="wl_per_cell" unit="µm">15.6</metric>
    <metric name="drt_wl_total" unit="µm">2830</metric>
    <metric name="ant_nets" unit="">0</metric>
    <metric name="detailroute.via_count" unit="">678</metric>
    <metric name="drt-pass1-iter-count" unit="">2</metric>
    <metric name="n_antenna_cell" unit="">0</metric>
    <metric name="drt_iter0_markers" unit="">1</metric>
    <metric name="vias_per_cell" unit="">3.75</metric>
  </group>
  <group name="power_and_ir_drop">
    <metric name="vdd_ir_drop_max" unit="mV">0.185</metric>
    <metric name="power_per_cell_area" unit="nW/µm²">394</metric>
    <metric name="p_leak" unit="µW">0.000854</metric>
  </group>
  <group name="place">
    <metric name="routabilityCongestion" unit="">0.773</metric>
    <metric name="dpl.hpwl" unit="µm">2400</metric>
    <metric name="placed_area" unit="µm²">1520</metric>
    <metric name="placed_cells" unit="">177</metric>
    <metric name="port_buffers" unit="">97</metric>
  </group>
  <group name="min_path">
    <metric name="min_delay_path_depth" unit="">3</metric>
    <metric name="hold_class" unit="">primary input to primary output</metric>
    <metric name="worstHoldStart" unit="">PCPlus4F[25]</metric>
    <metric name="worst_hold_path.endpoint" unit="">PCF_bar[25]</metric>
  </group>
  <group name="run">
    <metric name="stage_log_warnings" unit="">34</metric>
    <metric name="max-cap-violations" unit="">0</metric>
  </group>
</metrics>
-- cell families (layout without fill, tap and decap cells) --
kind of cell / count (synthesis) / after routing / synth area share (%)
multiplexers: 32 / 32 / 86.9
buffers and inverters: 4 / 103 / 13.1
-- stage by stage --
stage,worst slack (ns),power [µW],utilization (%)
after floorplan,0.0669,206,-
after global placement,-0.495,649,44.6
after detailed placement,-0.502,649,44.6
after CTS,-0.0877,613,45.1
after global routing,-0.105,663,46.1
final,-0.0863,620,46.1
-- where the power goes --
part           internal, µW  switching, µW
registers                 0              0
logic                   483            137
clock network             0              0
total                   483            137
-- cell type report --
cell class / count / area, µm²
tap: 46 / 57.6
fill: 358 / 1840
timing repair buffer: 103 / 1040
multi-input combinational: 32 / 480
-- worst max path at each step --
| stage | start | end | slack [ns] |
|---|---|---|---|
| CTS | PCSrcE | PCF_bar[11] | -0.09 |
| global route | PCSrcE | PCF_bar[11] | -0.10 |
| finish | PCSrcE | PCF_bar[27] | -0.09 |
-- what timing repair did --
action,4_1_cts,5_1_grt
gates cloned,4,0
gates resized,192,5
setup endpoints to repair,32,32
-- cell usage in the layout, fill, tap and decap left out --
cell type,instances
sky130_fd_sc_hd__buf_2,10
sky130_fd_sc_hd__buf_12,2
sky130_fd_sc_hd__buf_16,5
sky130_fd_sc_hd__buf_6,22
sky130_fd_sc_hd__dlygate4sd2_1,64
sky130_fd_sc_hd__mux2_4,32
-- per-layer routing --
metal / global-route usage [%] / vias to the layer above / routed length [µm]
li1: - / 339 / -
met1: 8.97 / 288 / 1070
met2: 14.5 / 51 / 1390
met3: 3.64 / 0 / 366
met4: 0 / 0 / 0
met5: 0 / - / 0
-- tightest hold or removal path, cell delays in order --
cell	delay, ns
sky130_fd_sc_hd__dlygate4sd2_1	0.19
sky130_fd_sc_hd__mux2_4	0.12
sky130_fd_sc_hd__buf_2	0.08
Power and IR drop assume default switching activity.
